<file path="flow/config.mk">
export PLATFORM = sky130hd
export DESIGN_NAME = Trivium_Comp
export DESIGN_NICKNAME = Trivium_Comp
export VERILOG_FILES = /design/flow/design.v
export SDC_FILE = /design/flow/constraint.sdc
export NUM_CORES = 4
export LEC_CHECK = 1
export CORE_UTILIZATION = 30
</file>
<file path="flow/constraint.sdc">
current_design Trivium_Comp

set clk_period 20.0
set clk_io_pct 0.2

create_clock -name clk0 -period $clk_period [get_ports {CLK}]

set non_clock_inputs [all_inputs -no_clocks]
set_input_delay [expr $clk_period * $clk_io_pct] -clock clk0 $non_clock_inputs
set_output_delay [expr $clk_period * $clk_io_pct] -clock clk0 [all_outputs]
</file>
<file path="flow/design.v">
module Trivium_Comp (Kin, Din, Dout, Krdy, Drdy, EncDec, RSTn, EN, CLK, BSY, Kvld, Dvld);
input  [79:0] Kin;   
input  [79:0] Din;   
output [127:0]Dout; 
input  Krdy;         
input  Drdy;         
input  EncDec;       
input  RSTn;         
input  EN;           
input  CLK;          
output BSY;          
output Kvld;         
output Dvld;         
wire [15:0] len, max;
wire [79:0] li_iv, li_key;
reg [15:0] count;
reg [287:0] SET;
reg t1, t2, t3;
reg BSYrg, Kvldrg, Dvldrg;
reg [127:0]Doutrg;
reg [79:0] reKey;
assign len = 127;
assign max = 1152 + len;
assign li_key = {Kin[7:0], Kin[15:8], Kin[23:16], Kin[31:24], Kin[39:32], Kin[47:40], Kin[55:48], Kin[63:56], Kin[71:64], Kin[79:72]};
assign li_iv  = {Din[7:0], Din[15:8], Din[23:16], Din[31:24], Din[39:32], Din[47:40], Din[55:48], Din[63:56], Din[71:64], Din[79:72]};
assign BSY  = BSYrg;
assign Kvld = Kvldrg;
assign Dvld = Dvldrg;
assign Dout = Doutrg;
always @(posedge CLK) begin
    if(!RSTn) begin
        BSYrg  <= 0;
        Kvldrg <= 0;
        Dvldrg <= 0;
        count  <= 0;
        Doutrg <= 0;
        SET    <= 0;
    end else if(EN) begin
        if(Dvldrg) Dvldrg <= 0;
        if(Kvldrg) Kvldrg <= 0;
        if(!EncDec) begin
            if(!BSYrg) begin
                if(Krdy) begin
                    reKey = li_key;
                    Kvldrg = 1;
                end else if(Drdy) begin
                    BSYrg       <= 1;
                    SET = {3'b111, 112'b0, li_iv, 13'b0, reKey};
                end
            end else begin
                if(max < count) begin
                    SET    <= {3'b111, 205'b0, reKey};
                    Dvldrg <= 1;
                    BSYrg  <= 0;
                    count  <= 0;
                end else begin
                    t1 = SET[65]  ^ SET[92];
                    t2 = SET[161] ^ SET[176];
                    t3 = SET[242] ^ SET[287];
                    if(1152 <= count) Doutrg[max - count] <= t1 ^ t2 ^ t3;
                    t1 = t1 ^ (SET[90]  & SET[91] ) ^ SET[170];
                    t2 = t2 ^ (SET[174] & SET[175]) ^ SET[263];
                    t3 = t3 ^ (SET[285] & SET[286]) ^ SET[68];
                    SET   <= {SET[286:177], t2, SET[175:93], t1, SET[91:0], t3};
                    count <= count + 1;
                end
            end
        end
    end
end
endmodule
</file>
<file path="flow/run.sh">
#!/bin/bash
# OpenROAD 26Q1-2900-gdf79404cd8, Yosys 0.63+post, stock flow scripts
make -C /OpenROAD-flow-scripts/flow DESIGN_CONFIG=/design/flow/config.mk WORK_HOME=/design/flow/orfs finish
</file>
==> impl_metrics.yaml <==
# implementation run metrics
outcome:
  status: "completed"
die:
  fp_util: 0.3029
  io_pins: 297
  core-area_mm2: 0.06847
  dieArea_mm2: 0.07019
  num_rows: 96
  die_x_um: 264.9
  die_height_um: 264.9
critical_path:
  path_delay_family: "simple AND/OR/NAND/NOR gates"
  cp-endpoint: "Doutrg[105]"
  cp_slowest_cell: "buf_4"
  worst-path-buf-inv: 3
  cp-end-kind: "register"
  cp_data_required_time_ns: 20.43
  critPathLaunch: "EN"
  worstSetupPathDepth: 9
  r2r_start: "count[8]"
  crit_arrival_ns: 7.28
  worst_path_largest_cell_delay_ns: 0.59
  r2r_slack_ns: 15.83
  crit_top_cell: "buf_4"
  start_kind: "primary input"
  crit_fanout: 68
  critPathKind: "primary input to register"
  crit_chain: "clkdlybuf4s50_1 -> nand3b_1 -> nor4_4 -> buf_4 -> o2111ai_2 -> buf_4 -> nor2_1 -> nand4_1 -> mux2i_1"
  reg2reg_to: "Doutrg[24]"
  r2r_cells: 9
flow_run:
  max_cap_viol_count: 0
  warnings: 35
synthesis:
  area_leaders: "dfxtp_1 (42%), edfxtp_1 (12%), nor2_1 (6.3%), a22oi_1 (4.6%), a222oi_1 (3.9%)"
  synthArstFlopShare: 0
  ff_type: "dfxtp_1"
  syn_inst: 2177
  synth-seq-cells: 515
  top_area_cell: "dfxtp_1"
  avgSynthCellArea_um2: 9.526
  synth_chip_area_mm2: 0.02074
  yosysSeqAreaShare: 0.5357
  yosys_cells: 2177
  top_cells_by_count: "dfxtp_1 (435), nor2_1 (346), clkbuf_1 (208)"
  synth-edff-count: 80
  synthDistinctLibCells: 63
  most_common_cell: "dfxtp_1"
  top_cell_area_share: 0.4199
  syn_area_mm2: 0.02074
  ys_warn_count: 1
routing:
  num_vias: 17580
  drt_pass1_iterations: 8
  drt_iter0_drc: 2042
  wl_per_cell_um: 17.72
  wl_um: 57750
  drtAntennaViolNets: 0
  route.detailed.drc: 0
  routed_via_density: 5.396
global_route:
  grt_pass1_wl_um: 90960
  antenna_found_initial: 6
  gr-total-overflow: 0
  first_global_vias: 16430
  grt_use_total: 0.1648
  grt_max_degree: 188
cts:
  cts_resized: 0
  cts-root-buf: "clkbuf_16"
  path_clk_slew_ns: 0.06
  cts_setup_buffers: 0
  post_cts_hold_buffer_count: 0
  cts.sinks: 515
  cts_tree: "done"
  clk_path_buf_depth: 3
  clk_latency_ns: 0.62
  cts_buffers: 54
  htree_levels: 2
final_timing:
  setup_slack_ns: 13.15
  max_slew.worst_pin.slew_ns: 0.9175
  maxSlewViolCount: 0
  rsz0062_at_grt: "no"
  finalSetupViolCount: 0
  max-slew-margin-rel: 0.3883
  finalCritPeriodShare: 0.3423
  hold_violations: 0
  skew_ns: 0.04767
  max_freq_mhz: 146.1
  fin_crit_ns: 6.846
  fin_setup_tns_ns: 0
power:
  clkPwrFrac: 0.468
  p_leak_nw: 8.964
  peakVddDrop_mv: 0.07750
  p_per_area_mw_per_mm2: 84.15
  sw_frac_of_total: 0.2184
  pwr-share-comb: 0.043
  p_sw_mw: 0.4801
  internal_power_mw: 1.718
  p_seq_frac: 0.488
  p_total_mw: 2.198
cells_and_area:
  drive_gt1_frac: 0.07546
  syn2layout_area_growth_pct: 25.93
  fin_util: 0.3815
  design_area_mm2: 0.02612
worst_hold_path:
  holdPathStages: 2
  hold_class: "register to register"
place:
  dp_hpwl_um: 36630
  place_ws_ns: 12.54
  numPortBuffers: 296
  postPlaceCellArea_mm2: 0.02423
  place_congestion: 0.9243
## sequential cells by signal, summed over array words and instances, names as in the netlist
| name | count |
|---|---|
| Dvldrg | 1 |
| SET | 288 |
| Kvldrg | 1 |
| BSYrg | 1 |
| Doutrg | 128 |
| reKey | 80 |
| count | 16 |
## cell usage in the layout, fill, tap and decap left out, types with 54 or more instances in the layout
| cell type | count |
|---|---|
| dfxtp_1 | 434 |
| nor2_1 | 344 |
| clkdlybuf4s50_1 | 295 |
| nand2_1 | 171 |
| nand3_1 | 147 |
| a22oi_1 | 127 |
| nand4_1 | 80 |
| a222oi_1 | 80 |
| edfxtp_1 | 80 |
| a311oi_1 | 79 |
| mux2i_1 | 68 |
| clkbuf_16 | 54 |
## cell type report
cell class	count	area, um^2
antenna	5	12.51
clock buffer	78	1595
clock inverter	22	274.0
fill	6513	42350
inverter	41	161.4
multi-input combinational	1390	8660
sequential	515	11110
tap	882	1104
timing repair buffer	326	3198
## tightest hold or removal path, delay by kind of cell (launching register included)
family | cells | cell delay, ns
buf+inv | 1 | 0.05
flops | 1 | 0.31
compound gates | 1 | 0.05
## layer usage
| layer | part of all wire | track usage | up-vias |
|---|---|---|---|
| li1 | - | - | 8433 |
| met1 | 0.44 | 0.2386 | 8324 |
| met2 | 0.45 | 0.2487 | 705 |
| met3 | 0.079 | 0.04105 | 120 |
| met4 | 0.034 | 0.05015 | 2 |
| met5 | 0.00023 | 0 | - |
## worst min-delay path by stage
stage | from | end | slack (ns)
CTS | Doutrg[52] | Doutrg[52] | 0.46
global route | Doutrg[46] | Doutrg[46] | 0.47
finish | Doutrg[52] | Doutrg[52] | 0.46
## metrics by stage
step,hold WS [ns],std cells
finish,0.4561,3259
global route,0.4670,3258
CTS,0.4577,3254
detailed placement,0.4486,3154
global placement,0.4421,3154
floorplan,0.4035,2177
## logic make-up (layout without fill, tap and decap cells)
group	Yosys count	after routing	synth area share
flops	515	515	0.5357
buf+inv	272	467	0.05116
simple gates	855	855	0.1889
other cells	0	5	0
fa+ha+maj	5	5	0.003017
mux	69	69	0.03336
xor+xnor	25	25	0.01189
compound gates	436	436	0.1759
## power groups by stage
stage	sequential (mW)	clock [mW]	combinational (mW)
after global routing	1.07	1.10	0.104
after CTS	1.07	1.05	0.0955
final	1.07	1.03	0.0955
Power and IR drop assume default switching activity.
