## flow/config.mk

```make
export PLATFORM = sky130hd
export DESIGN_NAME = SHA256
export DESIGN_NICKNAME = SHA256
export VERILOG_FILES = /design/flow/design.v
export SDC_FILE = /design/flow/constraint.sdc
export NUM_CORES = 4
export LEC_CHECK = 1
export CORE_UTILIZATION = 30
```

## flow/run.sh

```bash
#!/bin/bash
# OpenROAD 26Q1-2900-gdf79404cd8, Yosys 0.63+post, stock flow scripts
make -C /OpenROAD-flow-scripts/flow DESIGN_CONFIG=/design/flow/config.mk WORK_HOME=/design/flow/orfs finish
```

## flow/constraint.sdc

```tcl
current_design SHA256

set clk_period 20.0
set clk_io_pct 0.2

create_clock -name clk0 -period $clk_period [get_ports {CLK}]

set non_clock_inputs [all_inputs -no_clocks]
set_input_delay [expr $clk_period * $clk_io_pct] -clock clk0 $non_clock_inputs
set_output_delay [expr $clk_period * $clk_io_pct] -clock clk0 [all_outputs]
```

## flow/design.v

```verilog
`timescale 1ns / 1ps
module SHA_CORE ( clk, en, Hinit, Hena, ABCena, MSGin, Wena, MSGsel, t, Hout );
  input          clk;
  input          en;
  input          Hinit;    
  input          Hena;     
  input          ABCena;   
  input   [31:0] MSGin;
  input          Wena;
  input          MSGsel;
  input    [5:0] t;        
  output [255:0] Hout;
  wire    [31:0] sigma0;   
  wire    [31:0] sigma1;   
  wire    [31:0] MJ, CHF;
  wire    [31:0] Kt;
  reg     [31:0] H0, H1, H2, H3, H4, H5, H6, H7;
  reg     [31:0] a, b, c, d, e, f, g, h;
  wire    [31:0] ain, ein;
  reg     [31:0] w[15:0];
  wire    [31:0] del0;     
  wire    [31:0] del1;     
  wire    [31:0] wt;
  wire    [31:0] Wout;
  integer i;
  function [31:0] Kj;
  input     [5:0] t;
    case ( t )
      0  : Kj = 32'h428a2f98;
      1  : Kj = 32'h71374491;
      2  : Kj = 32'hb5c0fbcf;
      3  : Kj = 32'he9b5dba5;
      4  : Kj = 32'h3956c25b;
      5  : Kj = 32'h59f111f1;
      6  : Kj = 32'h923f82a4;
      7  : Kj = 32'hab1c5ed5;
      8  : Kj = 32'hd807aa98;
      9  : Kj = 32'h12835b01;
      10 : Kj = 32'h243185be;
      11 : Kj = 32'h550c7dc3;
      12 : Kj = 32'h72be5d74;
      13 : Kj = 32'h80deb1fe;
      14 : Kj = 32'h9bdc06a7;
      15 : Kj = 32'hc19bf174;
      16 : Kj = 32'he49b69c1;
      17 : Kj = 32'hefbe4786;
      18 : Kj = 32'h0fc19dc6;
      19 : Kj = 32'h240ca1cc;
      20 : Kj = 32'h2de92c6f;
      21 : Kj = 32'h4a7484aa;
      22 : Kj = 32'h5cb0a9dc;
      23 : Kj = 32'h76f988da;
      24 : Kj = 32'h983e5152;
      25 : Kj = 32'ha831c66d;
      26 : Kj = 32'hb00327c8;
      27 : Kj = 32'hbf597fc7;
      28 : Kj = 32'hc6e00bf3;
      29 : Kj = 32'hd5a79147;
      30 : Kj = 32'h06ca6351;
      31 : Kj = 32'h14292967;
      32 : Kj = 32'h27b70a85;
      33 : Kj = 32'h2e1b2138;
      34 : Kj = 32'h4d2c6dfc;
      35 : Kj = 32'h53380d13;
      36 : Kj = 32'h650a7354;
      37 : Kj = 32'h766a0abb;
      38 : Kj = 32'h81c2c92e;
      39 : Kj = 32'h92722c85;
      40 : Kj = 32'ha2bfe8a1;
      41 : Kj = 32'ha81a664b;
      42 : Kj = 32'hc24b8b70;
      43 : Kj = 32'hc76c51a3;
      44 : Kj = 32'hd192e819;
      45 : Kj = 32'hd6990624;
      46 : Kj = 32'hf40e3585;
      47 : Kj = 32'h106aa070;
      48 : Kj = 32'h19a4c116;
      49 : Kj = 32'h1e376c08;
      50 : Kj = 32'h2748774c;
      51 : Kj = 32'h34b0bcb5;
      52 : Kj = 32'h391c0cb3;
      53 : Kj = 32'h4ed8aa4a;
      54 : Kj = 32'h5b9cca4f;
      55 : Kj = 32'h682e6ff3;
      56 : Kj = 32'h748f82ee;
      57 : Kj = 32'h78a5636f;
      58 : Kj = 32'h84c87814;
      59 : Kj = 32'h8cc70208;
      60 : Kj = 32'h90befffa;
      61 : Kj = 32'ha4506ceb;
      62 : Kj = 32'hbef9a3f7;
      63 : Kj = 32'hc67178f2;
    endcase
  endfunction
  assign sigma0 = { a[1:0], a[31:2] } ^ { a[12:0], a[31:13] } ^ { a[21:0], a[31:22] };
  assign sigma1 = { e[5:0], e[31:6] } ^ { e[10:0], e[31:11] } ^ { e[24:0], e[31:25] };
  assign MJ  = ( a & b ) | ( a & c ) | ( b & c );  
  assign CHF = ( e & f ) | ( ~e & g );             
  assign Kt  = Kj( t );  
  assign ain = h + CHF + sigma1 + Kt + Wout + MJ + sigma0;
  assign ein = h + CHF + sigma1 + Kt + Wout + d;
  assign Hout = { H0, H1, H2, H3, H4, H5, H6, H7 };
  always @( posedge clk ) begin
    if ( en == 1 ) begin
      if ( Hinit == 1'b1 ) begin
        a <= 32'h6a09e667;
        b <= 32'hbb67ae85;
        c <= 32'h3c6ef372;
        d <= 32'ha54ff53a;
        e <= 32'h510e527f;
        f <= 32'h9b05688c;
        g <= 32'h1f83d9ab;
        h <= 32'h5be0cd19;
        H0 <= 32'h6a09e667;
        H1 <= 32'hbb67ae85;
        H2 <= 32'h3c6ef372;
        H3 <= 32'ha54ff53a;
        H4 <= 32'h510e527f;
        H5 <= 32'h9b05688c;
        H6 <= 32'h1f83d9ab;
        H7 <= 32'h5be0cd19;
      end
      else if ( Hena == 1'b1 ) begin
        a <= h + H7;
        b <= a;
        c <= b;
        d <= c;
        e <= d;
        f <= e;
        g <= f;
        h <= g;
        H0 <= h + H7;
        H1 <= H0;
        H2 <= H1;
        H3 <= H2;
        H4 <= H3;
        H5 <= H4;
        H6 <= H5;
        H7 <= H6;
      end
      else if ( ABCena == 1'b1 ) begin
        a <= ain;
        b <= a;
        c <= b;
        d <= c;
        e <= ein;
        f <= e;
        g <= f;
        h <= g;
        H0 <= H0;
        H1 <= H1;
        H2 <= H2;
        H3 <= H3;
        H4 <= H4;
        H5 <= H5;
        H6 <= H6;
        H7 <= H7;
      end
    end
  end
  assign del0 = { w[1][6:0], w[1][31:7] } ^ { w[1][17:0], w[1][31:18] } ^ { 3'b000, w[1][31:3] };
  assign del1 = { w[14][16:0], w[14][31:17] } ^ { w[14][18:0], w[14][31:19] } ^ { 10'b0000000000, w[14][31:10] };
  assign wt   = del0 + w[0][31:0] + del1 + w[9][31:0];
  always @( posedge clk ) begin
    if (( en & Wena ) == 1 ) begin
      w[15] <= ( MSGsel == 1'b0 )? MSGin : wt;
      for ( i=0; i<15; i=i+1 ) w[i] <= w[i+1];
    end
  end
  assign Wout = w[15];
endmodule
module SHA256( RSTn, CLK, EN, INIT, MSGin, Mrdy, Hout, Hvld, LED_out, Busy );
  input              RSTn;   
  input              CLK;    
  input              EN;     
  input              INIT;   
  input       [31:0] MSGin;  
  input              Mrdy;   
  output     [255:0] Hout;   
  output reg         Hvld;   
  output reg         LED_out;
  output reg         Busy;   
  parameter [2:0] SHA_WAIT = 0, SHA_INIT = 1, MSG_WAIT = 2, MSG_IN = 3, SHA_GEN = 4, HADD_ST = 5;
  reg          [2:0] sha_state;    
  reg          [3:0] mcnt;         
  reg          [5:0] t;            
  reg                Hinit, Hena, ABCena;
  wire               Wena;         
  reg                MSGsel;
  function [31:0] MSG_in;
  input     [5:0] mcnt;
    case ( mcnt )
      0  : MSG_in = 32'h61626380;
      1  : MSG_in = 32'h00000000;
      2  : MSG_in = 32'h00000000;
      3  : MSG_in = 32'h00000000;
      4  : MSG_in = 32'h00000000;
      5  : MSG_in = 32'h00000000;
      6  : MSG_in = 32'h00000000;
      7  : MSG_in = 32'h00000000;
      8  : MSG_in = 32'h00000000;
      9  : MSG_in = 32'h00000000;
      10 : MSG_in = 32'h00000000;
      11 : MSG_in = 32'h00000000;
      12 : MSG_in = 32'h00000000;
      13 : MSG_in = 32'h00000000;
      14 : MSG_in = 32'h00000000;
      15 : MSG_in = 32'h00000018;
		default : MSG_in = 32'h00000000;
    endcase
  endfunction
  SHA_CORE G0( .clk( CLK ), .en( EN ), .Hinit( Hinit ), .Hena( Hena ), .ABCena( ABCena ),
               .MSGin( MSG_in(mcnt) ), .Wena( Wena ), .MSGsel( MSGsel ), .t( t ), .Hout( Hout )
             );
  assign Wena = (( sha_state == MSG_WAIT ) && ( Mrdy == 1 ))? 1 : 0
              ||(( sha_state == MSG_IN   ) && ( Mrdy == 1 ))? 1 : 0
              || ( sha_state == SHA_GEN )? 1 : 0;
  always @( posedge CLK or negedge RSTn ) begin
    if ( RSTn == 1'b0 ) begin
      Hinit   <= 1'b0;
      Hena    <= 1'b0;
      ABCena  <= 1'b0;
      MSGsel  <= 1'b0;
      Hvld    <= 1'b0;
      Busy    <= 1'b0;
      mcnt    <= 4'h0;
      t       <= 6'h00;
      sha_state <= SHA_WAIT;
	   LED_out <= 1'b0;
    end
    else if ( EN == 1'b1 ) begin
      case ( sha_state )
        SHA_WAIT: begin
                    Hinit     <= 1'b1;
                    Hena      <= 1'b0;
                    ABCena    <= 1'b0;
                    sha_state <= SHA_INIT;
                  end
        SHA_INIT: begin      
                    Hinit     <= 1'b0;
                    Hena      <= 1'b0;
                    ABCena    <= 1'b0;
                    MSGsel    <= 1'b0;
                    mcnt      <= 4'h0;
                    t         <= 6'h00;
                    sha_state <= MSG_WAIT;
                  end
        MSG_WAIT: begin        
		              if ( INIT == 1'b1 ) sha_state <= SHA_WAIT;
                    else if ( Mrdy == 1'b1 ) begin
                      ABCena    <= 1'b1;
                      mcnt      <= mcnt + 1;
                      sha_state <= MSG_IN;
                    end
                    else sha_state <= MSG_WAIT;
                  end
        MSG_IN  : begin        
                    if ( Mrdy == 1'b1 ) begin
                      if ( mcnt == 15 ) begin
                        MSGsel    <= 1'b1;
                        Busy      <= 1'b1;
                        sha_state <= SHA_GEN;
                      end
                      ABCena <= 1'b1;
                      mcnt   <= mcnt + 1;
                      t      <= t + 1;
                    end
                    else ABCena <= 1'b0;
                    Hinit  <= 1'b0;
                    Hena   <= 1'b0;
                    Hvld   <= 1'b0;
                  end
        SHA_GEN : begin
                    if ( t == 6'd63 ) begin
                      Hinit     <= 1'b0;
                      Hena      <= 1'b1;
                      ABCena    <= 1'b1;
                      mcnt      <= 4'h0;
                      t         <= 6'h00;
                      sha_state <= HADD_ST;
							 if(Hout == 512'hba7816bf8f01cfea414140de5dae2223b00361a396177a9cb410ff61f20015ad)begin
								 LED_out <= 1'b1;
							 end
                    end
                    else begin
                      mcnt <= 0;
                      t  <= t + 1;
                      sha_state <= SHA_GEN;
                    end
                  end
        HADD_ST : begin
                    if ( mcnt == 4'h7 ) begin
                      Hinit     <= 1'b0;
                      Hena      <= 1'b0;
                      Hvld      <= 1'b1;
                      Busy      <= 1'b0;
                      ABCena    <= 1'b0;
                      MSGsel    <= 1'b0;
                      t         <= 6'h00;
                      sha_state <= MSG_WAIT;
                    end
                    else begin
                      mcnt <= mcnt + 1;
                      sha_state <= HADD_ST;
                    end
                  end
      endcase
    end
  end
endmodule
```

==> impl_metrics.csv <==
group,metric,value,unit
clock_tree,cts-root-buf,"clkbuf_16",
layout,area.growth.synth_to_final,16.0,%
synth,postSynthCellCount,4323,
floorplanning,num_io_pins,296,
layout,largest_reg_flops,512,
route,num_antenna_cells,0,
critical_path,r2r_slack,9580,ps
global_route,grt_pass1_vias,33800,
route,final_antenna_net_count,0,
synth,ys_warn_count,3,
synth,synth-edff-count,1024,
synth,flop_cell,"edfxtp_1",
route,wl,152,mm
critical_path,crit_slowest_cell,"ha_1",
critical_path,worstPathArrival,10890,ps
placed_design,postPlaceCellArea,60100,sq um
global_route,grtUsageTotal,17.5,%
global_route,gr-total-overflow,0,
synth,mux_share,1.18,%
floorplanning,chipArea,184000,sq um
synth,ys_top_logic_family,"simple AND/OR/NAND/NOR gates",
route,drc,0,
final_timing,fmax,96.0,MHz
final_timing,tns,0,ps
final_timing,worst_pin_slew,881,ps
final_timing,finalCritPeriodShare,52.1,%
layout,regMostFlops,"G0.w",
clock_tree,ctsHoldBuffers,0,
job,cap_violations,0,
critical_path,start_kind,"flip-flop",
clock_tree,post_cts_buffers,0,
final_timing,rsz0062_at_grt,"false",
clock_tree,clock_latency,750,ps
synth,synth_flops,1047,
layout,drive_gt1_share,11.2,%
synth,syn-cell-area,54800,sq um
critical_path,crit_type,"reg2reg",
route,drt_pre_antenna_iters,5,
final_timing,maxSlewHeadroom,41.1,%
final_timing,slew_violations,0,
outcome,outcome,"finished, final reports clean",
clock_tree,clk_pin_slew,60,ps
global_route,grt_pass1_wl,226,mm
synth,yosysSeqAreaShare,57.2,%
layout,lay_top_count,"edfxtp_1",
clock_tree,h-tree-depth,3,
route,vias_per_cell,4.75,
synth,ys_cells,4323,
clock_tree,cts_buffers,105,
critical_path,cp_common_cell,"a31oi_1",
synth,ys_sh_simple,11.1,%
final_timing,skew,77.9,ps
final_timing,finalHoldViolCount,0,
global_route,antenna_found_initial,4,
synth,synthArstFlopShare,2.20,%
floorplanning,dieWidth,429,microns
min_path,hold_class,"reg2reg",
global_route,grt_max_degree,166,
synth,ys_sh_xor,6.34,%
synth,synth-compound-area-share,9.16,%
route,num_vias,33300,
critical_path,critPathMaxStageDelay,600,ps
layout,fin_area,63500,sq um
route,drtIter0Drc,2314,
placed_design,port_buffers,263,
job,warnings,79,
route,avgRoutedWirePerCell,21.7,microns
floorplanning,rows,156,
clock_tree,cts_tree,"done",
placed_design,gp_congestion,0.969,
floorplanning,core,181000,sq um
floorplanning,initial_core_util,30.3,%
placed_design,place_hpwl,113,mm
synth,syn_avg_cell_area,12.7,sq um
critical_path,cp.required,20470,ps
synth,synth-adder-area-share,11.0,%
final_timing,setup_viol,0,
final_timing,period_needed,10420,ps
clock_tree,cts_sinks,1047,
critical_path,crit_path_max_fanout,12,
clock_tree,ctsResizeCount,0,
layout,mostFrequentLayoutCells,"edfxtp_1, inv_1, clkdlybuf4s50_1, xnor2_1, or2_2",
critical_path,crit_path_end_kind,"flip-flop",
synth,ys_types,92,
floorplanning,die_h,429,microns
clock_tree,clockBufferDepth,3,
synth,ys_area,54800,sq um
==> cells by family after synthesis <==
kind of cell	count (synthesis)
muxes	51
buffers and inverters	576
xor gates and xnor gates	393
DFF	1047
adders and majority gates	370
AOI/OAI and AO/OA	785
and+or+nand+nor	1101
==> synthesized netlist by cell type, drive strengths merged, types with 12 or more instances <==
master,count,share of area [%]
mux2,28,0.58
xor2,130,2.1
o21ai,204,1.9
a22o,12,0.19
o311ai,13,0.22
edfxtp,1024,56
o31ai,14,0.20
xnor2,261,4.2
nand4b,15,0.24
inv,391,2.7
o21bai,22,0.31
nor2b,212,2.4
and2,24,0.27
nand2,204,1.4
nand3,60,0.55
clkbuf,168,1.2
or3,16,0.18
dfrtp,22,1.0
or2,237,2.7
buf,16,0.11
nand4,27,0.31
a31oi,32,0.37
o211ai,35,0.48
mux2i,15,0.27
ha,180,4.1
a21oi,205,1.9
nand2b,25,0.29
o21a,26,0.36
and3,20,0.23
o22ai,13,0.16
nor3,26,0.24
nor2,153,1.0
fa,188,6.9
nor4b,15,0.24
a21o,106,1.5
a211oi,28,0.40
nor4,20,0.23
==> worst max-delay path: cells and delay by family (launching register included) <==
kind,cells,cell delay (ps)
DFF,1,340
adders and majority gates,7,3130
and+or+nand+nor,3,850
buffers and inverters,5,1250
xor gates and xnor gates,2,420
AOI/OAI and AO/OA,17,4140
==> per-layer routing <==
layer  wire [microns]  vias up  global-route usage, %
met4             4820        2                   4.53
met1            61100    16100                   24.2
met3            16500      218                   7.84
li1                 -    15800                      -
met2            69500     1230                   26.0
met5               10        -                      0
==> metrics by stage <==
stage	setup slack, ps	cells	hold WS [ps]	utilization, %
floorplan	3230	4323	400	-
detailed placement	9690	6828	405	33.2
global placement	9620	6828	400	33.2
global route	9030	7014	384	35.1
finish	9580	7014	377	35.1
CTS	9610	7014	381	35.1
==> worst paths after layout <==
kind | depth (start not counted) | startpoint | endpoint
max | 34 | t[0]$_DFFE_PN0P_ | G0.a[31]$_SDFFCE_PP0P_
min | 0 | G0.w[11][0]$_DFFE_PP_ | G0.w[10][0]$_DFFE_PP_
max reg2reg | 34 | t[0]$_DFFE_PN0P_ | G0.a[31]$_SDFFCE_PP0P_
min reg2reg | 0 | G0.w[11][0]$_DFFE_PP_ | G0.w[10][0]$_DFFE_PP_
max in group asynchronous | 2 | RSTn | sha_state[0]$_DFF_PN1_
min in group asynchronous | 2 | RSTn | LED_out$_DFFE_PN0P_
==> area by class of cell <==
cell class              count  area [sq um]
flip-flops and latches   1047         31300
inverters                 392          1470
clock buffers             133          2780
well taps                2370          2970
clock inverters            53           593
repair buffers            319          3070
fillers                 17300        117000
multi-input cells        2700         21300
